==> flow/design.v <==
`timescale 1ns / 1ps
module adder(
suma,
cout,
a,
b,
cin
 );
input   a,b,cin;
output  cout,suma;
xor #(50) (suma,a,b,cin);
and #(50) and1(c1,a,b);
or #(50) or1(c2,a,b);
and #(50) and2(c3,c2,cin);
or #(50) or2(cout,c1,c3);
endmodule
`timescale 1ns / 1ps
module addsub(
out,
cout,
a,
b,
cin,
selec
);
input a,b,cin,selec;
output out,cout; 
not #(50) not1(notb,b);
mux21 mux1(b1,b,notb,select);
adder adder1(out,cout,a,b1,cin);
endmodule
`timescale 1ns / 1ps
module alu(
Output, 
CarryOut,
zero,
overflow, 
negative, 
BussA, 
BussB, 
ALUControl
);
output CarryOut,overflow,negative,zero;
output [31:0] Output;
input [31:0] BussA,BussB;
input [1:0] ALUControl;
wire lessthan;
wire [31:0] crrout;
alu1bit alu0(Output[0],crrout[0],BussA[0],BussB[0],ALUControl[1],lessthan,ALUControl);
alu1bit alu1(Output[1],crrout[1],BussA[1],BussB[1],crrout[0],1'b0,ALUControl);
alu1bit alu2(Output[2],crrout[2],BussA[2],BussB[2],crrout[1],1'b0,ALUControl);
alu1bit alu3(Output[3],crrout[3],BussA[3],BussB[3],crrout[2],1'b0,ALUControl);
alu1bit alu4(Output[4],crrout[4],BussA[4],BussB[4],crrout[3],1'b0,ALUControl);
alu1bit alu5(Output[5],crrout[5],BussA[5],BussB[5],crrout[4],1'b0,ALUControl);
alu1bit alu6(Output[6],crrout[6],BussA[6],BussB[6],crrout[5],1'b0,ALUControl);
alu1bit alu7(Output[7],crrout[7],BussA[7],BussB[7],crrout[6],1'b0,ALUControl);
alu1bit alu8(Output[8],crrout[8],BussA[8],BussB[8],crrout[7],1'b0,ALUControl);
alu1bit alu9(Output[9],crrout[9],BussA[9],BussB[9],crrout[8],1'b0,ALUControl);
alu1bit alu10(Output[10],crrout[10],BussA[10],BussB[10],crrout[9],1'b0,ALUControl);
alu1bit alu11(Output[11],crrout[11],BussA[11],BussB[11],crrout[10],1'b0,ALUControl);
alu1bit alu12(Output[12],crrout[12],BussA[12],BussB[12],crrout[11],1'b0,ALUControl);
alu1bit alu13(Output[13],crrout[13],BussA[13],BussB[13],crrout[12],1'b0,ALUControl);
alu1bit alu14(Output[14],crrout[14],BussA[14],BussB[14],crrout[13],1'b0,ALUControl);
alu1bit alu15(Output[15],crrout[15],BussA[15],BussB[15],crrout[14],1'b0,ALUControl);
alu1bit alu16(Output[16],crrout[16],BussA[16],BussB[16],crrout[15],1'b0,ALUControl);
alu1bit alu17(Output[17],crrout[17],BussA[17],BussB[17],crrout[16],1'b0,ALUControl);
alu1bit alu18(Output[18],crrout[18],BussA[18],BussB[18],crrout[17],1'b0,ALUControl);
alu1bit alu19(Output[19],crrout[19],BussA[19],BussB[19],crrout[18],1'b0,ALUControl);
alu1bit alu20(Output[20],crrout[20],BussA[20],BussB[20],crrout[19],1'b0,ALUControl);
alu1bit alu21(Output[21],crrout[21],BussA[21],BussB[21],crrout[20],1'b0,ALUControl);
alu1bit alu22(Output[22],crrout[22],BussA[22],BussB[22],crrout[21],1'b0,ALUControl);
alu1bit alu23(Output[23],crrout[23],BussA[23],BussB[23],crrout[22],1'b0,ALUControl);
alu1bit alu24(Output[24],crrout[24],BussA[24],BussB[24],crrout[23],1'b0,ALUControl);
alu1bit alu25(Output[25],crrout[25],BussA[25],BussB[25],crrout[24],1'b0,ALUControl);
alu1bit alu26(Output[26],crrout[26],BussA[26],BussB[26],crrout[25],1'b0,ALUControl);
alu1bit alu27(Output[27],crrout[27],BussA[27],BussB[26],crrout[26],1'b0,ALUControl);
alu1bit alu28(Output[28],crrout[28],BussA[28],BussB[28],crrout[27],1'b0,ALUControl);
alu1bit alu29(Output[29],crrout[29],BussA[29],BussB[29],crrout[28],1'b0,ALUControl);
alu1bit alu30(Output[30],crrout[30],BussA[30],BussB[30],crrout[29],1'b0,ALUControl);
alu1bit alu31(Output[31],crrout[31],BussA[31],BussB[31],crrout[30],1'b0,ALUControl);
not #(50) notcarry(notcr31,crrout[31]);
mux21 muxcarry31(CarryOut,crrout[31],notcr31,ALUControl[1]);
xor #(50) xor5(overflow,crrout[30],crrout[31]);
addsub add2(addsub31Out,crrout31,BussA[31],BussB[31],crrout[30],ALUControl[1]);
xor #(50) xor6(lessthan,overflow,addsub31Out);
assign negative = Output[31];
or #(50) or1(o1,Output[0],Output[1],Output[2],Output[3]);
or #(50) or2(o2,Output[4],Output[5],Output[6],Output[7]);
or #(50) or3(o3,Output[8],Output[9],Output[10],Output[11]);
or #(50) or4(o4,Output[12],Output[13],Output[14],Output[15]);
or #(50) or5(o5,Output[16],Output[17],Output[18],Output[19]);
or #(50) or6(o6,Output[20],Output[21],Output[22],Output[23]);
or #(50) or7(o7,Output[24],Output[25],Output[26],Output[27]);
or #(50) or8(o8,Output[28],Output[29],Output[30],Output[31]);
or #(50) or9(o9,o1,o2,o3,o4);
or #(50) or10(o10,o5,o6,o7,o8);
nor #(50) nor1(zero,o9,o10);
endmodule
`timescale 1ns / 1ps
module alu1bit(
result,
crrout,
a,
b,
carryin,
less,
ALUControl
);
output result,crrout;
input a,b,carryin,less;
input [1:0] ALUControl;
addsub add1(addsubOut,crrout,a,b,carryin,ALUControl[1]);
xor #(50) xor1(xorOut,a,b);
mux21 mux2(xorlessOut,xorOut,less,ALUControl[1]);
mux21 mux3(result,addsubOut,xorlessOut,ALUControl[0]);
endmodule
`timescale 1ns / 1ps
module mux21(
O,
A,
B,
sel
);
output O;
input A,B,sel;
not #(50) not1(nsel,sel);
and #(50) and1(O1,A,nsel); 
and #(50) and2(O2,B,sel);
or #(50) or2(O,O1,O2);
endmodule
==> flow/run.sh <==
#!/bin/bash
# OpenROAD 26Q1-2900-gdf79404cd8, Yosys 0.63+post, stock flow scripts
make -C /OpenROAD-flow-scripts/flow DESIGN_CONFIG=/design/flow/config.mk WORK_HOME=/design/flow/orfs finish
==> flow/config.mk <==
export PLATFORM = sky130hd
export DESIGN_NAME = alu
export DESIGN_NICKNAME = alu
export VERILOG_FILES = /design/flow/design.v
export SDC_FILE = /design/flow/constraint.sdc
export NUM_CORES = 4
export LEC_CHECK = 1
export CORE_AREA = 10 10 88 88
export DIE_AREA = 0 0 98 98
==> flow/constraint.sdc <==
current_design alu

set clk_period 15.6
set clk_io_pct 0.2

create_clock -name clk0 -period $clk_period

set non_clock_inputs [all_inputs -no_clocks]
set_input_delay [expr $clk_period * $clk_io_pct] -clock clk0 $non_clock_inputs
set_output_delay [expr $clk_period * $clk_io_pct] -clock clk0 [all_outputs]
==> results.txt <==
Implementation numbers.

- The sequential fraction of design power reads 0%.
- The count of warning messages emitted by the tools reads 35.
- The flow measured a signed area growth from synthesis to layout of 55.4%.
- The worst stage delay on the critical path is 0.49 ns.
- Per the summary, power density relative to cell area is 25.9 mW/mm^2.
- For this design, the CTS-stage hold fixing added 0 buffers.
- The number of antenna violations at the first check in global routing is 0.
- The number of standard cells after synthesis reads 184.
- The final antenna diode count is 0.
- The total cell area reported by yosys after synthesis reads 0.00145 mm^2.
- The final worst-path cycle share is 90.4%.
- The largest fanout on the critical path is 4.
- Total global-route track usage over all layers is 9.66%.
- The max-cap check violation count reads 0.
- The cell area reported after detailed placement reads 0.00225 mm^2.
- Counting the warning lines in the Yosys log gives 58.
- In the synthesized netlist, mux cells make up 0% of the area.
- The estimated wirelength of the detail-placed design is 4230 um.
- Gates resized during post-CTS repair numbered 0.
- The final sum of negative setup slack is 0 ns.
- The post-placement setup slack is 1.35 ns.
- According to the I/O placement log, the pin count is 102.
- The count of final hold-check violations is 0.
- Looking at the power breakdown, combinational cells take 100.0% of the total.
- The reported leakage power reads 0.00101 uW.
- The flow reports an fmax of 0.0709 GHz.
- The clock share of power is 0%.
- The last timing report of the flow puts the setup violation total at 0.
- Per the gpl log, the routability congestion estimate is 0.811.
- The number of global-route vias before repair is 1447.
- In the log, the iteration count for the first detailed-route pass is 3.
- The library cell occupying the most area in the post-synthesis netlist is sky130_fd_sc_hd__ha_1.
- The smallest setup slack after layout reads 1.50 ns.
- Yosys mapped the design onto 17 distinct sky130hd cell types.
- The flow ran to the end, and the final reports show no timing, DRC or antenna violations.
- Per the detail_route report, routed wire per instance is 15.2 um.
- The total of fill cells in the finished design reads 625.
- The first global-routing pass estimated 7780 um of wire.
- The total net switching power reads 20.0 uW.
- The effective utilization at floorplan is 24.5%.
- The class of the most critical setup path reads input port to output pin.
- The worst-case hold path end point is Output[17].
- The tally of clock buffers in the finished layout is 0.
- Setup repair after global routing left no endpoint under its margin.
- The final instance area reads 0.00225 mm^2.
- The startpoint of the lowest-slack hold path is BussB[17].
- The part of the Yosys area used for sequential elements is 0%.
- The chip area reads 0.00960 mm^2.
- The most frequent cell on the critical path reads sky130_fd_sc_hd__ha_1.
- The and-or/or-and share of the synthesized area is 14.9%.
- Summing every instance area after synthesis gives 0.00145 mm^2.
- The y dimension of the die reads 98 um.
- The peak ir drop on the vdd network is 10.0 uV.
- Sorting the synthesized cells by how often they occur yields sky130_fd_sc_hd__buf_4, sky130_fd_sc_hd__ha_1, sky130_fd_sc_hd__inv_1.
- The largest net degree at the start of global routing reads 35.
- The top cell type's share of synthesized area is 29.4%.
- The count of instantiated cells in the yosys netlist is 184.
- According to the floorplan report, the placeable core area is 0.00592 mm^2.
- The DRC violations left reads 0.
- The internal portion of total power is 38.4 uW.
- The register area is 0 um^2.
- The area share of xor/xnor cells in the synthesized design is 19.9%.
- The standard cell with the maximum stage delay on the critical path is sky130_fd_sc_hd__clkdlybuf4s50_1.
- The die outline width is 98 um.
- Yosys attributes the largest share of cell area to sky130_fd_sc_hd__ha_1, sky130_fd_sc_hd__xnor2_1, sky130_fd_sc_hd__buf_4, sky130_fd_sc_hd__o22ai_1, sky130_fd_sc_hd__inv_1.
- On the final layout, the worst hold slack is 7.30 ns.
- The per-cell via count in the routed design reads 4.18.
- The cell-mix breakdown from Yosys lists the adder-cell area share as 29.4%.
- For reference, the top logic cell family by area is buffers and inverters.
- There are 0 flip-flops and latches.
- The total count of max-transition violations in the final report reads 0.
- The count of routing violations after the opening detailed-route iteration reads 26.
- The data required time of the critical path is 12.48 ns.
- The switching share of total power is 34.3%.
- The slew at the pin closest to its max-slew limit is 0.528 ns.
- The arrival time of data at the critical path endpoint is 10.98 ns.
- The placement row count is 28.
- Across all layers, the routed design uses 1346 vias.
- The class of the most critical hold timing path reads input port to output pin.
- The endpoint kind of the worst setup timing path is an output pin.
- The post-detailed-routing wire length is 4900 um.
- The overall power of the completed layout is 58.4 uW.
- The startpoint kind of the worst setup timing path is an input port.
- The port buffer count reads 101.
- Nets still carrying antenna violations after routing amount to 0.
- The synthesized area per cell reads 7.87 um^2.
- The leftover overflow at the end of global routing reads 0.
- The time the worst path needs with I/O delays and setup is 14.10 ns.
- The number of setup buffers added after CTS is 0.
- The share of final-layout standard cells stronger than drive strength 1 reads 1.62%.
- The number of cells on the worst hold path reads 4.
- The worst slew slack as a fraction of its limit reads 64.5%.
- Summing the areas of all and, or, nand and nor instances in the mapped netlist gives 5.87% of the synthesized area.
==> power by group through the flow <==
stage | clock network (uW) | registers [uW] | logic [uW]
CTS | 0 | 0 | 59.6
global route | 0 | 0 | 64.6
finish | 0 | 0 | 58.4
==> routing by layer <==
layer | routed length (um) | up-vias | global-route usage [%]
met1 | 2300 | 561 | 12.4
met4 | 33 | 0 | 0.559
li1 | - | 728 | -
met5 | 0 | - | 0
met3 | 462 | 2 | 3.49
met2 | 2100 | 55 | 15.8
==> worst max-delay path: cells and delay by family <==
family | cells | cell delay (ns)
adders and majority gates | 32 | 6.12
buffers and inverters | 2 | 0.97
and+or+nand+nor | 3 | 0.67
AOI/OAI and AO/OA | 1 | 0.11
==> metrics by stage <==
step	util (%)	cells
after floorplan	-	184
after global placement	38.0	322
after detailed placement	38.0	322
after CTS	38.0	322
after global routing	38.0	322
final	38.0	322
==> cell families (layout without fill, tap and decap cells) <==
family | count (synthesis) | after routing
adder cells (fa/ha/maj) | 34 | 34
AND/OR/NAND/NOR | 13 | 13
XOR/XNOR | 33 | 33
buffers and inverters | 72 | 135
AND-OR/OR-AND | 32 | 32
==> how the worst max path moves through the flow <==
stage	cells after the start	end	start
after CTS	38	zero	ALUControl[1]
final	38	zero	ALUControl[1]
after global routing	38	zero	ALUControl[1]
==> cell type report <==
class / count / area (um^2) / share of cell area, %
inverters: 33 / 124 / 5.50
multi-input cells: 112 / 1010 / 45.1
well taps: 75 / 93.8 / 4.17
repair buffers: 102 / 1020 / 45.2
==> placed cells by master, fill, tap and decap left out <==
| cell | synthesis | final |
|---|---|---|
| sky130_fd_sc_hd__inv_1 | 33 | 33 |
| sky130_fd_sc_hd__xor2_1 | 1 | 1 |
| sky130_fd_sc_hd__xnor2_1 | 32 | 32 |
| sky130_fd_sc_hd__o22ai_1 | 29 | 29 |
| sky130_fd_sc_hd__nor4_1 | 8 | 8 |
| sky130_fd_sc_hd__nand3_1 | 1 | 1 |
| sky130_fd_sc_hd__ha_1 | 34 | 34 |
| sky130_fd_sc_hd__nand2b_4 | 1 | 1 |
| sky130_fd_sc_hd__nor2_1 | 1 | 1 |
| sky130_fd_sc_hd__nand4_1 | 2 | 2 |
| sky130_fd_sc_hd__o221ai_1 | 1 | 1 |
| sky130_fd_sc_hd__o22ai_2 | 2 | 2 |
| sky130_fd_sc_hd__clkdlybuf4s50_1 | 0 | 101 |
| sky130_fd_sc_hd__buf_4 | 34 | 1 |
Power figures rest on the tool's default switching activity, not on a simulated workload.
